### ./run.sh
#!/bin/bash
# OpenROAD 26Q1-2900-gdf79404cd8, Yosys 0.63+post, stock flow scripts
make -C /OpenROAD-flow-scripts/flow DESIGN_CONFIG=/design/flow/config.mk WORK_HOME=/design/flow/orfs finish
### ./config.mk
export PLATFORM = sky130hd
export DESIGN_NAME = color_cycle
export DESIGN_NICKNAME = color_cycle
export VERILOG_FILES = /design/flow/design.v
export SDC_FILE = /design/flow/constraint.sdc
export NUM_CORES = 4
export LEC_CHECK = 1
export CORE_UTILIZATION = 40
### ./constraint.sdc
current_design color_cycle

set clk_period 3.9
set clk_io_pct 0.2

create_clock -name clk0 -period $clk_period [get_ports {clk}]

set non_clock_inputs [all_inputs -no_clocks]
set_input_delay [expr $clk_period * $clk_io_pct] -clock clk0 $non_clock_inputs
set_output_delay [expr $clk_period * $clk_io_pct] -clock clk0 [all_outputs]
### ./design.v
module fade #(
    parameter STEP_INTERVAL = 12000,     
    parameter STEP_MAX = 166,    
    parameter HOLD_MAX = STEP_MAX * 2,  
    parameter PWM_INTERVAL = 1200,           
    parameter STEP_SIZE = PWM_INTERVAL / STEP_MAX,
    parameter INITIAL_STATE = 0,
    parameter INITIAL_STEP_COUNT = 0,
    parameter INITIAL_DUTY_CYCLE = 0
)(
    input logic clk,
    output logic [$clog2(PWM_INTERVAL) - 1:0] cycle_value
);
    localparam PWM_INC = 2'b00;
    localparam PWM_HOLD_HIGH = 2'b01;
    localparam PWM_DEC = 2'b10;
    localparam PWM_HOLD_LOW = 2'b11;
    logic [1:0] current_state = INITIAL_STATE;
    logic [1:0] next_state;
    logic [$clog2(STEP_INTERVAL) - 1:0] count = 0;
    logic [$clog2(HOLD_MAX) - 1:0] step_count = (INITIAL_STEP_COUNT * STEP_MAX);
    logic time_to_step = 1'b0;
    initial begin
        cycle_value = INITIAL_DUTY_CYCLE * (STEP_MAX + 1) * STEP_SIZE;
    end
    always_comb begin
        next_state = 1'bx;
        case (current_state)
            PWM_INC:
                next_state = PWM_HOLD_HIGH;
            PWM_HOLD_HIGH:
                next_state = PWM_DEC;
            PWM_DEC:
                next_state = PWM_HOLD_LOW;
            PWM_HOLD_LOW:
                next_state = PWM_INC;
        endcase
    end
    always_ff @(posedge clk) begin
        if (count == STEP_INTERVAL) begin
            count <= 0;
            time_to_step <= 1'b1;
        end else begin
            count <= count + 1;
            time_to_step <= 1'b0;
        end
    end
    always_ff @(posedge time_to_step) begin
        case (current_state)
            PWM_INC:
                cycle_value = cycle_value + STEP_SIZE;
            PWM_DEC:
                cycle_value = cycle_value - STEP_SIZE;
        endcase
    end
    always_ff @(posedge time_to_step) begin
        if (step_count == HOLD_MAX || (step_count == STEP_MAX && current_state[0] == 1'b0)) begin
            step_count <= 0;
            current_state <= next_state;
        end else begin
            step_count <= step_count + 1;
        end
    end
endmodule
module pwm #(
    parameter PWM_INTERVAL = 1200        
)(
    input logic clk, 
    input logic [$clog2(PWM_INTERVAL) - 1:0] pwm_value, 
    output logic pwm_out
);
    logic [$clog2(PWM_INTERVAL) - 1:0] pwm_count = 0;
    always_ff @(posedge clk) begin
        if (pwm_count == PWM_INTERVAL - 1) begin
            pwm_count <= 0;
        end else begin
            pwm_count <= pwm_count + 1;
        end
    end
    assign pwm_out = pwm_count < pwm_value;
endmodule
module color_cycle #(
    parameter PWM_INTERVAL = 1200,   
    parameter INITIAL_STATE = 0,
    parameter INITIAL_STEP_COUNT = 0,
    parameter INITIAL_DUTY_CYCLE = 0
) (
    input  logic clk,
    output logic CLR
);
  logic [$clog2(PWM_INTERVAL)-1:0] duty_cycle;
  logic pwm_out;
    fade #(
        .PWM_INTERVAL(PWM_INTERVAL),
        .INITIAL_STATE(INITIAL_STATE),
        .INITIAL_STEP_COUNT(INITIAL_STEP_COUNT),
        .INITIAL_DUTY_CYCLE(INITIAL_DUTY_CYCLE)
    ) u1 (
        .clk(clk),
        .cycle_value(duty_cycle)
    );
    pwm #(
        .PWM_INTERVAL(PWM_INTERVAL)
    ) u2 (
        .clk(clk),
        .pwm_value(duty_cycle),
        .pwm_out(pwm_out)
    );
    assign CLR = ~pwm_out;
endmodule
==> flow_summary.toml <==
# implementation run metrics
[pwr]
power_frac_clock = 0.387
p_leak_nw = 1.05
p_sw_frac = 0.179
power.internal_w = 0.000355
areal_power_density_over_the_cells_mw_per_mm2 = 155
power.sequential.fraction = 0.613
power_switching_w = 0.0000773
max-vdd-ir-drop_mv = 0.173
comb_power_share = 0

[worst_setup_path]
worst-setup-path-type = "reg2out"
worstPathRequired_ns = 3.12
rr_startpoint = "u1.count[0]$_SDFF_PP0_"
crit_start = "u2.pwm_count[4]$_SDFF_PN0_"
timing.critical_path.fanout_max = 7
timing.critical_path.from_type = "flop"
timing.critical_path.arrival_ns = 2.13
type_of_element_capturing_the_critical_path = "output pin"

[clock_network]
postCtsResizedCells = 0
clkTransAtPathRegs_ns = 0.08
ctsHtreeMaxLevel = 1
number_of_buffers_inserted_during_clock_tree_synthesis = 3
tritoncts = "yes"
ctsHoldBuffers = 0
post-cts-setup-buffers = 0
clock_insertion_delay_worst_skew_ns = 0.26
clock_path_buffers = 2
clockRootBuffer = "sky130_fd_sc_hd__clkbuf_8"

[floorplan]
io_pins = 2
initial_utilization = 0.419
floorplan.rows = 29
dieWidth_um = 83.8
floorplan.core_area_mm2 = 0.00639
floorplan.die_area_mm2 = 0.00702
dieHeight_um = 83.8

[synthesis]
synth_seq_share = 0.408
netlist_top_cells_area = "sky130_fd_sc_hd__dfxtp_1 (26%), sky130_fd_sc_hd__edfxtp_1 (15%), sky130_fd_sc_hd__ha_1 (9.4%)"
biggest_area_consumer_among_synthesized_cells = "sky130_fd_sc_hd__dfxtp_1"
synth_flop_count = 48
synth.top_cells.by_count = "sky130_fd_sc_hd__dfxtp_1 (35), sky130_fd_sc_hd__nor2_1 (33), sky130_fd_sc_hd__xnor2_1 (25)"
avg_inst_size_synth_um2 = 9.16
synth_cell_type_count = 44
syn-cell-area_mm2 = 0.00267
ys_cells = 292
synth.most_common_cell = "sky130_fd_sc_hd__dfxtp_1"
top_area_frac = 0.262
synth.yosys.warnings = 2
syn-instance-count = 292
async_flop_share = 0
yosys.stat.chipArea_mm2 = 0.00267
post_synth_tally_of_flip_flops_with_integrated_enable = 13
synth_top_flop_cell = "sky130_fd_sc_hd__dfxtp_1"

[routing]
drtPass1Iterations = 4
vias_per_cell = 5.19
drt-wirelength-per-cell_um = 11.9
detail_route.drc_violations = 0
count_of_antenna_diodes_in_the_layout = 0
drtIter0Drc = 62
postRouteAntennaNets = 0
vias = 1889
routed_wirelength_um = 4340

[run]
maxCapViolations = 0
warnings = 30

[hold_path]
worst_hold_start = "u1.count[0]$_SDFF_PP0_"
holdCritPathClass = "reg2reg"

[global_routing]
globalRouteTotalUtil = 0.139
grt_pass1_wl_um = 8120
grt_pass1_vias = 1781
grt_remaining_overflow = 0
initial_antenna_violation_count = 0
pin_count_of_the_biggest_net_entering_global_routing = 26

[cells_and_area]
sequential_cell_area_mm2 = 0.00109
final-comb-area_mm2 = 0.00145
final.fill_count = 608
post_route_cells_drive_above_1_share = 0.0348
finish.cell_count_without_fillers = 364
layout.core_utilization = 0.436
post_synthesis_to_final_layout_area_growth_pct = 4.02

[timing]
setup_viol = 0
max_slew_vio_count = 0
untimed_endpoints = 35
unclocked_pins = 22
hold_violations = 0
tightestPinTransition_ns = 0.926
grt_setup_unrepaired = "no"
max_freq_mhz = 344
layout_min_cycle_time_ns = 2.91
timing.final.crit_share = 0.746
tns_ns = 0
relSlewSlack = 0.382
skew_ns = 0.00207

[placed_design]
dp_hpwl_um = 3170
port-buffer-count = 1
place_inst = 360
gp_congestion = 0.831

[run_status]
run_status = "finished clean"
layout by cell type (no fill, tap or decap), types with 3 or more instances in the layout:
cell                       instances
sky130_fd_sc_hd__nand3_1          21
sky130_fd_sc_hd__nor3_1            7
sky130_fd_sc_hd__and3_1            3
sky130_fd_sc_hd__ha_1             20
sky130_fd_sc_hd__nand2_1          17
sky130_fd_sc_hd__inv_1            19
sky130_fd_sc_hd__clkbuf_8          4
sky130_fd_sc_hd__a21oi_1           9
sky130_fd_sc_hd__nand4_1           7
sky130_fd_sc_hd__nor2b_1           6
sky130_fd_sc_hd__o21ai_1           3
sky130_fd_sc_hd__dfxtp_1          35
sky130_fd_sc_hd__xnor2_1          25
sky130_fd_sc_hd__o211ai_1          3
sky130_fd_sc_hd__nand2b_1          4
sky130_fd_sc_hd__a21o_1            4
sky130_fd_sc_hd__edfxtp_1         13
sky130_fd_sc_hd__xor2_1           15
sky130_fd_sc_hd__nor2_1           33
sky130_fd_sc_hd__o21ai_0           5
worst max-delay path: stages (launching register included):
cell and delay [ns]:
sky130_fd_sc_hd__dfxtp_1 0.45, sky130_fd_sc_hd__ha_1 0.29, sky130_fd_sc_hd__a21oi_1 0.15, sky130_fd_sc_hd__nor2b_1 0.05
sky130_fd_sc_hd__o21ai_0 0.15, sky130_fd_sc_hd__nand2b_1 0.08, sky130_fd_sc_hd__a211oi_1 0.23, sky130_fd_sc_hd__o21ai_1 0.09
sky130_fd_sc_hd__clkdlybuf4s50_1 0.39
routing by layer:
| layer | wire length, um | GRT usage | up-vias |
|---|---|---|---|
| met5 | 0 | 0 | - |
| met4 | 15 | 0.00462 | 0 |
| met3 | 21 | 0.0141 | 2 |
| met2 | 2040 | 0.237 | 3 |
| met1 | 2260 | 0.211 | 885 |
| li1 | - | - | 999 |
registers in the layout, summed over array words and instances, names as in the netlist:
signal,cells
u2.pwm_count,11
u1.cycle_value,11
u1.count,14
u1.current_state,2
u1.step_count,9
u1.time_to_step,1
power by group through the flow:
stage	Sequential [W]	Combinational, W	Clock, W
finish	0.000265	0.000000000596	0.000167
global route	0.000265	0.000000000596	0.000186
CTS	0.000265	0.000000000596	0.000176
kinds of logic after synthesis:
logic type,count (synthesis),share of synthesized area
DFF,48,0.408
buffers and inverters,31,0.0510
and+or+nand+nor,112,0.214
muxes,2,0.00749
xor gates and xnor gates,40,0.131
AOI/OAI and AO/OA,39,0.0945
adders and majority gates,20,0.0936
per-stage QoR:
step / cell area [um^2] / setup WS, ns / hold slack [ns] / total power, W
floorplan: 2670 / 1.81 / 0.430 / 0.000271
global placement: 2730 / 1.33 / 0.448 / 0.000271
detailed placement: 2730 / 1.27 / 0.460 / 0.000271
CTS: 2780 / 0.963 / 0.483 / 0.000441
global route: 2780 / 0.817 / 0.493 / 0.000451
finish: 2780 / 0.989 / 0.471 / 0.000432
worst paths after layout:
check / to / slack, ns / depth (start not counted)
worst max-delay path: CLR / 0.99 / 8
worst min-delay path: u1.count[0]$_SDFF_PP0_ / 0.47 / 1
worst max register to register: u1.count[2]$_SDFF_PP0_ / 2.01 / 7
worst min register to register: u1.count[0]$_SDFF_PP0_ / 0.47 / 1
layout make-up:
| class | instances | area share |
|---|---|---|
| clock buffers | 4 | 0.0198 |
| inverters | 20 | 0.0270 |
| multi-input cells | 213 | 0.520 |
| flip-flops and latches | 48 | 0.392 |
| well taps | 77 | 0.0346 |
| repair buffers | 2 | 0.00630 |
Power and IR drop assume default switching activity.
